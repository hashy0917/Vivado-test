[/design/flow/config.mk]
export PLATFORM = sky130hd
export DESIGN_NAME = blink
export DESIGN_NICKNAME = blink
export VERILOG_FILES = /design/flow/design.v
export SDC_FILE = /design/flow/constraint.sdc
export NUM_CORES = 4
export LEC_CHECK = 1
export CORE_AREA = 10 10 95 95
export DIE_AREA = 0 0 105 105
[/design/flow/constraint.sdc]
current_design blink

set clk_period 3.1
set clk_io_pct 0.2

create_clock -name clk0 -period $clk_period [get_ports {CLK}]

set non_clock_inputs [all_inputs -no_clocks]
set_input_delay [expr $clk_period * $clk_io_pct] -clock clk0 $non_clock_inputs
set_output_delay [expr $clk_period * $clk_io_pct] -clock clk0 [all_outputs]
[/design/flow/design.v]
module blink(
	input                CLK,
	input                RST,
	output   reg[3:0]    LED
);
reg[22:0] cnt23;
always @(posedge CLK) begin
	if(RST)
		cnt23 <= 23'h0;
	else
		cnt23 <= cnt23 + 1'h1;
end
wire ledcnten = (cnt23==23'h7fffff);
reg[2:0] cnt3;
always @(posedge CLK) begin
	if(RST)
		cnt3 <= 3'h0;
	else if(ledcnten)
		if(cnt3==3'd5)
			cnt3 <= 3'h0;
		else
			cnt3 <= cnt3 + 1'h1;
end
always @* begin
	case(cnt3)
		3'd0:    LED = 4'b0001;
		3'd1:    LED = 4'b0010;
		3'd2:    LED = 4'b0100;
		3'd3:    LED = 4'b1000;
		3'd4:    LED = 4'b0100;
		3'd5:    LED = 4'b0010;
		default: LED = 4'b0000;
	endcase
end
endmodule
[/design/flow/run.sh]
#!/bin/bash
# OpenROAD 26Q1-2900-gdf79404cd8, Yosys 0.63+post, stock flow scripts
make -C /OpenROAD-flow-scripts/flow DESIGN_CONFIG=/design/flow/config.mk WORK_HOME=/design/flow/orfs finish
==> flow_metrics.env <==
# flow metrics
export IMPL_status="finished, final reports clean"
export IMPL_htreeDepth=1
export IMPL_final_antenna_net_count=0
export IMPL_grtUsageMet1_pct=5.74
export IMPL_dp_hpwl_um=1620
export IMPL_arrival_ps=2330
export IMPL_first_pass_iters=4
export IMPL_r2r_start="cnt23[0]$_SDFF_PP0_"
export IMPL_min_path_type="flip-flop to flip-flop"
export IMPL_vias_per_cell=4.15
export IMPL_drtIter0Drc=93
export IMPL_finalHoldViolCount=0
export IMPL_ys_flops=26
export IMPL_critPathMaxStageDelay_ps=530
export IMPL_critPathCaptureType="flip-flop"
export IMPL_cts_repair_resized=0
export IMPL_grt_pass1_vias=927
export IMPL_top_usage_layer="met2"
export IMPL_yosysSeqAreaShare_pct=41.0
export IMPL_setup_viol=0
export IMPL_io_pins=6
export IMPL_crit_path_max_fanout=8
export IMPL_die_width_um=105
export IMPL_grt_pass1_wl_um=4100
export IMPL_slew_violations=0
export IMPL_critical_path_top_delay_family="simple AND/OR/NAND/NOR gates"
export IMPL_fin_worst_skew_ps=1.54
export IMPL_post_route_min_period_ps=2120
export IMPL_r2r_end="cnt23[22]$_SDFF_PP0_"
export IMPL_grt_max_degree=27
export IMPL_rows=30
export IMPL_root_buffer="clkbuf_8"
export IMPL_cp_depth=5
export IMPL_postCtsSetupRepairBufs=0
export IMPL_area_growth_pct=15.2
export IMPL_use_met2_pct=6.49
export IMPL_yosys_stat_area_mm2=0.00127
export IMPL_crit_buf_inv=0
export IMPL_portBuffers=5
export IMPL_total_leakage_power_nw=0.420
export IMPL_tool_warnings=25
export IMPL_min_from="cnt23[21]$_SDFF_PP0_"
export IMPL_dieHeight_um=105
export IMPL_holdPathStages=2
export IMPL_drt_wl_total_um=2360
export IMPL_worstPathRequired_ps=3310
export IMPL_criticalPathCategory="flip-flop to flip-flop"
export IMPL_reg2reg_setup_slack_ps=980
export IMPL_gp_congestion=0.777
export IMPL_relSlewSlack_pct=70.0
export IMPL_clockBufferDepth=2
export IMPL_tritoncts="yes"
export IMPL_grt_setup_unrepaired="false"
export IMPL_netlist_area_mm2=0.00127
export IMPL_fp_util_pct=18.4
export IMPL_max_freq_mhz=471
export IMPL_cap_violations=0
export IMPL_grt_usage_pct=4.17
export IMPL_overflow=0
export IMPL_synthCells=150
export IMPL_insertion_delay_ps=270
export IMPL_syn_area_per_cell_um2=8.46
export IMPL_route_detailed_drc=0
export IMPL_clk_pin_slew_ps=90
export IMPL_dieArea_mm2=0.0110
export IMPL_hold_path_end="cnt23[21]$_SDFF_PP0_"
export IMPL_layout_cells_non_filler=249
export IMPL_num_vias=1033
export IMPL_cp_slowest_cell="or4_1"
export IMPL_start_kind="flip-flop"
export IMPL_antenna_found_initial=0
export IMPL_cts_hold_buf=0
export IMPL_lay_top_count="dfxtp_1"
export IMPL_antennaDiodeCount=0
export IMPL_fin_setup_tns_ps=0
export IMPL_finalClockPeriodUsage_pct=68.4
export IMPL_num_fill_cells=780
export IMPL_coreArea_mm2=0.00691
export IMPL_drive_gt1_share_pct=7.19
export IMPL_crit_path_cell_trace="ha_1, nand4_2, or3_1, or4_1, a21oi_1"
export IMPL_dp_cells=245
export IMPL_cts_sinks=26
export IMPL_cts_buffers=3
export IMPL_yosysCellCount=150
export IMPL_r2r_cells=5
export IMPL_p_per_area_mw_per_mm2=395
export IMPL_final_cell_mix="26 x dfxtp_1, 15 x a21oi_1, 13 x nand2_1, 12 x nor2_1"
export IMPL_worstMarginPinSlew_ps=446
export IMPL_drt_wirelength_per_cell_um=9.46
export IMPL_use_met3_pct=1.30
export IMPL_ys_types=30
export IMPL_yosysWarningCount=1
export IMPL_peakVddDrop_mv=0.133
## stage by stage
stage / hold WS, ps / setup slack, ps / power (mW) / util, % / area, µm²
3_5_place_dp: 464 / 1000 / 0.363 / 20.4 / 1410
5_1_grt: 507 / 812 / 0.598 / 21.2 / 1460
3_3_place_gp: 455 / 1040 / 0.362 / 20.4 / 1410
2_1_floorplan: 441 / 1120 / 0.360 / - / 1270
6_report: 481 / 979 / 0.577 / 21.2 / 1460
4_1_cts: 480 / 969 / 0.584 / 21.2 / 1460
## power breakdown
part	switching, mW	internal, mW	total [mW]
Combinational	0.00797	0.00534	0.0133
Clock	0.108	0.114	0.222
Sequential	0.00431	0.337	0.341
## worst register-to-register path: stages (launching register included)
cell     delay [ps]
dfxtp_1         400
ha_1            260
nand4_2         210
or3_1           520
or4_1           530
a21oi_1         140
## logic make-up (layout without fill, tap and decap cells)
family	after synthesis	count (layout)	synth area share [%]
flops	26	26	41.0
xor+xnor	11	11	7.59
buf+inv	10	13	4.04
simple gates	72	72	32.5
fa+ha+maj	2	2	1.97
compound gates	29	29	12.8
## sequential cells by signal, summed over array words and instances, names as in the netlist
register	count
cnt23	23
cnt3	3
## per-layer routing
| metal | wire length [µm] | part of all wire, % |
|---|---|---|
| met5 | 0 | 0 |
| met4 | 0 | 0 |
| met3 | 111 | 4.7 |
| met2 | 1010 | 43 |
| met1 | 1230 | 52 |
## area by class of cell
type	count	area (µm²)	area share [%]
Clock buffer	4	55.1	3.77
Inverter	3	11.3	0.771
Multi-Input combinational cell	114	697	47.7
Sequential cell	26	520	35.6
Tap cell	96	120	8.22
Timing Repair Buffer	6	57.6	3.94
## cell usage after synthesis, drive strengths merged
master,n,area [µm²]
inv,3,11.3
nor3,4,20.0
clkbuf,5,21.3
nor2b,2,12.5
nor4,4,25.0
ha,2,25.0
xnor2,8,70.1
and2,3,18.8
and4,2,18.8
nand4,6,50.0
or3,8,52.6
nand4b,2,17.5
o31ai,5,37.5
a21oi,15,75.1
or4,6,45.0
a41o,1,10.0
o21ai,8,40.0
buf,2,18.8
and3,3,18.8
xor2,3,26.3
nand2,13,48.8
dfxtp,26,521
nor2,12,45.0
nand3,7,40.0
## how the worst max path moves through the flow
stage,start,endpoint
final,cnt23[0]$_SDFF_PP0_,cnt23[22]$_SDFF_PP0_
after CTS,cnt23[0]$_SDFF_PP0_,cnt23[22]$_SDFF_PP0_
after global routing,cnt23[0]$_SDFF_PP0_,cnt23[22]$_SDFF_PP0_
Power and IR drop assume default switching activity.
