--- design.v ---
module blinkspeed(
	input                CLK,
	input                RST,
	input       [1:0]    BTN,
	output   reg[3:0]    LED
);
wire UP, DOWN;
debounce d0 (.CLK(CKL), .RST(RST), .BTNIN(BTN[0]), .BTNOUT(UP) );
debounce d1 (.CLK(CKL), .RST(RST), .BTNIN(BTN[1]), .BTNOUT(DOWN) );
reg[1:0] speed;
always @(posedge CLK) begin
	if (RST)
		speed <= 2'h0;
	else if (UP)
	    speed <= speed + 2'h1;
	else if (DOWN)
	    speed <= speed - 2'h1;
end
reg[24:0] cnt25;
always @(posedge CLK) begin
	if(RST)
		cnt25 <= 25'h0;
	else
		cnt25 <= cnt25 + 1'h1;
end
reg ledcnten;
always @* begin
	case( speed )
		2'd0:    ledcnten = (cnt25      == 25'h1ffffff);
		2'd1:    ledcnten = (cnt25[23:0]== 24'h1fffff);
		2'd2:    ledcnten = (cnt25[22:0]== 23'h1fffff);
		2'd3:    ledcnten = (cnt25[21:0]== 22'h1fffff);
		default: ledcnten = 1'b0;
	endcase
end
reg[2:0] cnt3;
always @(posedge CLK) begin
	if(RST)
		cnt3 <= 3'h0;
	else if(ledcnten)
		if(cnt3==3'd5)
			cnt3 <= 3'h0;
		else
			cnt3 <= cnt3 + 1'h1;
end
always @* begin
	case(cnt3)
		3'd0:    LED = 4'b0001;
		3'd1:    LED = 4'b0010;
		3'd2:    LED = 4'b0100;
		3'd3:    LED = 4'b1000;
		3'd4:    LED = 4'b0100;
		3'd5:    LED = 4'b0010;
		default: LED = 4'b0000;
	endcase
end
endmodule
module debounce (
	input		CLK,
	input		RST,
	input		BTNIN,
	output	reg	BTNOUT
);
reg [21:0] cnt22;
wire en40hz = (cnt22 == 22'd3125000-1);
always @( posedge CLK ) begin
	if ( RST )
		cnt22 <= 22'h0;
	else if ( en40hz  )
		cnt22 <= 22'h0;
	else 
		cnt22 <= cnt22 + 22'h1;
end
reg ff1, ff2;
always @( posedge CLK ) begin
	if ( RST )
		BTNOUT <= 1'b0;
	else
		BTNOUT <= temp;
end
endmodule
--- run.sh ---
#!/bin/bash
# OpenROAD 26Q1-2900-gdf79404cd8, Yosys 0.63+post, stock flow scripts
make -C /OpenROAD-flow-scripts/flow DESIGN_CONFIG=/design/flow/config.mk WORK_HOME=/design/flow/orfs finish
--- config.mk ---
export PLATFORM = sky130hd
export DESIGN_NAME = blinkspeed
export DESIGN_NICKNAME = blinkspeed
export VERILOG_FILES = /design/flow/design.v
export SDC_FILE = /design/flow/constraint.sdc
export NUM_CORES = 4
export LEC_CHECK = 1
export CORE_AREA = 10 10 98 98
export DIE_AREA = 0 0 108 108
--- constraint.sdc ---
current_design blinkspeed

set clk_period 5.9
set clk_io_pct 0.2

create_clock -name clk0 -period $clk_period [get_ports {CLK}]

set non_clock_inputs [all_inputs -no_clocks]
set_input_delay [expr $clk_period * $clk_io_pct] -clock clk0 $non_clock_inputs
set_output_delay [expr $clk_period * $clk_io_pct] -clock clk0 [all_outputs]
==> results.tsv <==
stage	metric	value	unit
yosys	Async SR Flop Fraction	0	
timing	Setup TNS Final	0	ns
timing	crit path time final	2.61	ns
yosys	Netlist cell types	31	
drt	1st-iter DRT viols	42	
yosys	synth cell count leaders	28 x dfxtp_1, 15 x a21oi_1, 12 x nand3_1, 12 x nor2_1	
global_route	largest net degree at the start of global routing	30	
global_route	Overall Global Routing Usage	0.0439	
outcome	status	finished, final reports clean	
power_and_ir_drop	Cell Pwr Density	196	nW/um^2
clocking	H-Tree Depth	1	
floorplanning	Core Util at FP	0.178	
global_route	GRT overflow	0	
timing	Max Slew Vio Count	0	
yosys	ys flop type	dfxtp_1	
timing	final setup fails	0	
drt	n_diodes	0	
critical_path	Startpoint Class	register	
clocking	CTS tree	done	
clocking	cts bufs inserted	3	
timing	Worst-Margin Slew	0.366	ns
yosys	Mapped Area	1360	um^2
power_and_ir_drop	Leak Pwr	0.423	nW
placement	routability congestion estimate	0.786	
placement	hpwl dp	1.72	mm
clocking	post-CTS setup buffers	0	
drt	vias per inst	4.29	
floorplanning	Boundary Pins	8	
critical_path	CP required	4.72	ns
final_layout	Final Core Density	0.202	
yosys	most common cell in the synthesized netlist	dfxtp_1	
yosys	area leader, netlist	dfxtp_1	
critical_path	Crit Path Max Fanout	7	
power_and_ir_drop	VDD IR max	0.101	mV
clocking	clk root buf	clkbuf_8	
placement	Cell Area, Placed	1510	um^2
final_layout	share of layout cells above drive strength 1	0.0438	
final_layout	design area	1550	um^2
clocking	CTS Sinks	28	
hold_path	Min-Delay Path Class	register to register	
run	max-cap violations	0	
floorplanning	die area	11700	um^2
drt	final WL	2.54	mm
floorplanning	die height	108	um
critical_path	Arr. time, crit path	1.43	ns
critical_path	Setup crit end kind	output port	
clocking	Post-CTS Resized	0	
yosys	YS warnings	7	
timing	fmax	383	MHz
final_layout	Area Growth Syn to Fin	13.7	%
global_route	global-route wire length before repair	4.45	mm
global_route	initial antenna violation count	0	
global_route	vias in the first global route	994	
timing	unrepaired setup endpoints after global routing	false	
yosys	Synth Seq Share	0.412	
yosys	Yosys Chip Area	1360	um^2
yosys	syn avg cell area	8.56	um^2
clocking	CTS max path bufs	2	
timing	clk_skew	0.00409	ns
drt	Routed Antenna Nets	0	
drt	detailed-route via count	1125	
run	tool warnings	27	
yosys	Max-area cell share	0.412	
yosys	biggest area cells	dfxtp_1 41%, xnor2_1 5.8%, a21oi_1 5.5%	
floorplanning	chip width	108	um
timing	relative slew slack	0.756	
timing	post-layout period usage of the worst path	0.443	
drt	routed len/inst	9.68	um
yosys	# Cells Yosys	159	
drt	TritonRoute pass-1 iters	4	
yosys	Post-synth EDFFs	0	
drt	Post-route DRC	0	
floorplanning	core area	7650	um^2
placement	Port Buf Inserts	5	
clocking	Worst-path clk slew	0.09	ns
floorplanning	Rows	32	
clocking	worst skew pair latency	0.27	ns
timing	Final Hold Fails	0	
final_layout	non-filler cells, final	262	
placement	Cells after DPL	259	
critical_path	Setup CP Type	register to output port	
final_layout	Filler cells	823	
clocking	CTS Hold Buffers Added	0	
yosys	Post-Synthesis Cells	159	
yosys	ys flops	28	
-- area by class of cell --
type,count,area [um^2],share of cell area
flip-flops and latches,28,561,0.362
inverters,3,11.3,0.00728
clock buffers,3,41.3,0.0267
well taps,102,128,0.0825
multi-input cells,120,749,0.484
repair buffers,6,57.6,0.0372
-- critical path, stage by stage, from the launching register on --
cell	delay (ns)
dfxtp_1	0.43
and2_1	0.16
ha_1	0.13
clkdlybuf4s50_1	0.45
-- report_power, final --
part	switching, mW	internal (mW)	total (mW)	leakage (nW)
registers	0.00248	0.191	0.193	0.226
logic	0.00458	0.00285	0.00743	0.175
clock network	0.0572	0.0458	0.103	0.0216
total	0.0643	0.239	0.304	0.423
-- per-layer routing --
layer | up-vias | track usage | share of wire
met5 | - | 0 | 0
met4 | 0 | 0.00286 | 0.0059
met3 | 2 | 0.0145 | 0.052
met2 | 15 | 0.0703 | 0.41
met1 | 511 | 0.0592 | 0.53
li1 | 597 | - | -
-- final timing paths --
check                                from         to  slack, ns  cells after the start
worst max register to register   cnt25[0]  cnt25[24]       3.60                      5
worst max-delay path              cnt3[0]     LED[3]       3.29                      3
worst min register to register  cnt25[18]  cnt25[18]       0.48                      2
worst min-delay path            cnt25[18]  cnt25[18]       0.48                      2
-- sequential cells by signal (all words and copies together) (netlist names) --
| register | flops |
|---|---|
| cnt25 | 25 |
| cnt3 | 3 |
-- placed cells by master, fill, tap and decap left out --
master           netlist  routed
ha_1                   2       2
o31ai_1                7       7
or4b_1                 2       2
o21ai_0                5       5
or4_1                 10      10
buf_4                  0       1
and4_1                 1       1
nand2b_1               1       1
or3_2                  1       1
or3_1                  6       6
clkbuf_8               0       3
nand4_4                1       1
and3_1                 2       2
nor2_1                12      12
inv_1                  3       3
nand2_1               10      10
clkdlybuf4s50_1        0       5
and2_1                 1       1
dfxtp_1               28      28
a21oi_1               15      15
a211o_1                1       1
xor2_1                 2       2
nand4_2                1       1
mux2i_1                1       1
nand4_1                5       5
nand3_1               12      12
nor4_1                 5       5
nor3_1                 2       2
xnor2_1                9       9
o21ai_1                3       3
nor2b_1                3       3
-- logic make-up after synthesis --
logic type	count (synthesis)	synth area share
compound gates	31	0.130
xor+xnor	11	0.0708
fa+ha+maj	2	0.0184
buf+inv	11	0.0377
flops	28	0.412
mux	1	0.00735
simple gates	75	0.324
-- metrics by stage --
| step | setup WS [ns] | total power, mW | hold slack (ns) |
|---|---|---|---|
| finish | 3.29 | 0.304 | 0.477 |
| global route | 3.18 | 0.315 | 0.515 |
| CTS | 3.27 | 0.308 | 0.479 |
| detailed placement | 3.58 | 0.205 | 0.465 |
| global placement | 3.59 | 0.205 | 0.458 |
| floorplan | 3.95 | 0.203 | 0.441 |
Power and IR drop assume default switching activity.
